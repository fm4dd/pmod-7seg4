$ cat design/flow/config.mk
export PLATFORM = sky130hd
export DESIGN_NAME = pmod_7seg4_1
export DESIGN_NICKNAME = pmod_7seg4_1
export VERILOG_FILES = /design/flow/design.v
export SDC_FILE = /design/flow/constraint.sdc
export NUM_CORES = 4
export LEC_CHECK = 1
export CORE_UTILIZATION = 40
$ cat design/flow/constraint.sdc
current_design pmod_7seg4_1

set clk_period 3.2
set clk_io_pct 0.2

create_clock -name clk0 -period $clk_period [get_ports {clk}]

set non_clock_inputs [all_inputs -no_clocks]
set_input_delay [expr $clk_period * $clk_io_pct] -clock clk0 $non_clock_inputs
set_output_delay [expr $clk_period * $clk_io_pct] -clock clk0 [all_outputs]
$ cat design/flow/design.v
module pmod_7seg4_1 (
  input clk,
  output seg_a,
  output seg_b,
  output seg_c,
  output seg_d,
  output seg_e,
  output seg_f,
  output seg_g,
  output seg_dp,
  output ca1,
  output ca2,
  output ca3,
  output ca4,
  output ca5
);
  reg clk_1hz = 1'b0;
  reg [23:0] clk_count = 24'd0;
  reg [3:0] DIGIT;
  reg [7:0] SEG;
  assign {seg_dp, seg_g, seg_f, seg_e, seg_d, seg_c, seg_b, seg_a} = SEG;
  assign {ca1, ca2, ca3, ca4} = DIGIT;
  reg [3:0] units, tens, hundreds, thousands;
  display_7seg display(.CLK (clk), .units (units), .tens (tens), .hundreds (hundreds), .thousands (thousands), .SEG (SEG), .DIGIT (DIGIT));
  always @(posedge clk)
  begin
    clk_count   <= clk_count + 1;
    if(clk_count == 24'd12499999)
    begin
      clk_count   <= 0;
      clk_1hz <= ~clk_1hz;
    end
  end
  always @(posedge clk_1hz)
  begin
    units <= units + 1;
    if (units == 9)
    begin
      units <= 0;
      tens <= tens + 1;
      if (tens == 9)
      begin
        tens <= 0;
        hundreds <= hundreds + 1;
        if (hundreds == 9)
        begin
          hundreds <= 0;
          thousands <= thousands + 1;
          if(thousands == 9)
          begin
            thousands <= 0;
          end
        end
      end
    end
  end
endmodule  
module display_7seg(
  input CLK,
  input [3:0] units, tens, hundreds, thousands,
  output [7:0] SEG,
  output [3:0] DIGIT
);
  reg [3:0] digit_data;
  reg [1:0] digit_posn;
  reg [23:0] prescaler;
  encode_7seg encode(.CLK (CLK), .SEG (SEG), .D (digit_data));
  always @(posedge CLK)
  begin
    prescaler <= prescaler + 24'd1;
    if (prescaler == 24'd50000)      
    begin
      prescaler <= 0;                
      digit_posn <= digit_posn + 2'd1;
      if (digit_posn == 0)
      begin
        digit_data <= units;        
        DIGIT <= 4'b1110;           
      end
      if (digit_posn == 2'd1)
      begin
        digit_data <= tens;         
        DIGIT <= 4'b1101;           
      end
      if (digit_posn == 2'd2)
      begin
        digit_data <= hundreds;     
        DIGIT <= 4'b1011;           
      end
      if (digit_posn == 2'd3)
      begin
        digit_data <= thousands;    
        DIGIT <= 4'b0111;           
        digit_posn <= 0;            
      end
    end
  end
endmodule
module encode_7seg(
  input CLK,
  input [3:0] D,
  output reg [7:0] SEG
);
  always @(posedge CLK)
    begin
      case(D)
        4'd0: SEG <= 8'b11000000;
        4'd1: SEG <= 8'b11111001;
        4'd2: SEG <= 8'b10100100;
        4'd3: SEG <= 8'b10110000;
        4'd4: SEG <= 8'b10011001;
        4'd5: SEG <= 8'b10010010;
        4'd6: SEG <= 8'b10000010;
        4'd7: SEG <= 8'b11111000;
        4'd8: SEG <= 8'b10000000;
        4'd9: SEG <= 8'b10010000;
        default: SEG <= 8'b11111111;
      endcase
    end
endmodule
$ cat design/flow/run.sh
#!/bin/bash
# OpenROAD 26Q1-2900-gdf79404cd8, Yosys 0.63+post, stock flow scripts
make -C /OpenROAD-flow-scripts/flow DESIGN_CONFIG=/design/flow/config.mk WORK_HOME=/design/flow/orfs finish
==> results_slide.txt <==
Key Metrics from the Run

Run status
  • Status: completed

Worst setup path
  • Critical R2R Launch: clk_count[4]
  • Crit path buf inv count: 0
  • Worst path slowest cell: or4_1
  • CP cell instances: nand3_2 > or4_1 > or4_1 > a21oi_1
  • Worst setup SP type: flop
  • Most frequent CP cell: or4_1
  • CP delay by family, top: simple AND/OR/NAND/NOR gates
  • CP Capture Type: flop
  • Worst Path Required: 3480 ps
  • Critical R2R Capture: clk_count[23]
  • Largest stage delay, worst path: 710 ps
  • FF-to-FF setup slack: 1160 ps
  • WS Path Type: reg2reg
  • Arr. time, crit path: 2310 ps
  • R2R cell count: 4
  • Crit-path max FO: 10

Worst hold path
  • Worst min path class: reg2reg
  • Hold_sp: display.prescaler[23]
  • Hold Crit Depth: 1
  • Hold path endpoint: display.prescaler[23]

Logic synthesis
  • Cell type with the largest total area: dfxtp_1
  • Synth warnings: 8
  • Asr flop ratio synth: 0%
  • Yosys cell count: 393
  • Biggest area cells: dfxtp_1 31%, edfxtp_1 18%, ha_1 7.0%
  • Synth Register Bits: 82
  • Top-area cell share: 31.4%
  • Cell Type Count: 41
  • Cell Area, Synth: 0.00377 mm²
  • Commonest cells post-synth: 59 x dfxtp_1, 43 x nor2_1, 40 x nand2_1
  • YS chip area: 0.00377 mm²
  • Syn avg cell area: 9.58 µm²
  • Most common cell in the netlist: dfxtp_1
  • Synth Seq Share: 49.7%
  • EDFF count, synth: 23
  • Main synth FF type: dfxtp_1
  • Post-Syn Instances: 393

Run
  • Max-Cap Viols: 0
  • Tool warnings: 38

Die
  • Die area: 0.00981 mm²
  • Die Width: 99.0 µm
  • Die Ht: 99.0 µm
  • I/O pins: 14
  • Core area: 0.00920 mm²
  • Rows: 35
  • Core Util at FP: 41.0%

CTS
  • CTS tree: done
  • CTS Buffer Depth: 2
  • CTS buffer count: 9
  • Worst-path clk slew: 70 ps
  • Latency at later pin: 350 ps
  • Hold Buf Count CTS: 0
  • Post-CTS setup buffers: 0
  • Post_cts resized: 0
  • H-tree depth: 3
  • Clk root buf: clkbuf_8

Global route
  • Largest net degree at the start of global routing: 18
  • Gr ovfl total: 0
  • GR Util All Layers: 14.0%
  • First-pass GRT wire length: 10.9 mm
  • Number of global-route vias before repair: 2,443
  • Antenna violations before repair: 0

Drt
  • First DRT Iteration DRCs: 75
  • ANT nets after route: 0
  • Post-Route WL: 6.12 mm
  • N_diodes: 0
  • Remaining DRCs: 0
  • Vias: 2,592
  • Via density: 4.95
  • Pre-Repair DR Iteration Count: 4
  • Drt wl/cell: 11.7 µm

Layout
  • Share of cells above drive strength 1: 7.02%
  • Non-filler instance count after layout: 524
  • P&R area growth vs syn: 12.5%

Final timing
  • Endpoints left unconstrained: 28
  • Fmax: 491 MHz
  • RSZ-0062 raised after global routing: false
  • Max-slew violation count: 0
  • Clock Skew: 9.63 ps
  • Final hold viol count: 0
  • Post-route setup TNS: 0 ps
  • Final setup violation count: 0
  • Post-layout min period: 2040 ps
  • Slew HR: 46.0%
  • Cycle use final: 63.6%
  • Register pins left without a clock: 16
  • Least-Margin Pin Slew: 803 ps

Placement
  • HPWL after DPL: 4.32 mm
  • GP Congestion: 0.864
  • PortBufs: 11
  • Placed insts: 508

Pwr
  • Power Dens Cells: 397 mW/mm²
  • Peak VDD IR: 0.275 mV
  • Leakage: 0.00152 µW
## flip-flops by register name, indices dropped and copies added, names as in the netlist
| signal | flops |
|---|---|
| display.prescaler | 24 |
| display.digit_data | 4 |
| thousands | 4 |
| units | 4 |
| hundreds | 4 |
| display.DIGIT | 4 |
| tens | 4 |
| clk_1hz | 1 |
| clk_count | 24 |
| display.encode.SEG | 7 |
| display.digit_posn | 2 |
## worst max-delay path by stage
stage                start             to  cells past startpoint
finish        clk_count[4]  clk_count[23]                      4
global route  clk_count[4]  clk_count[23]                      4
CTS           clk_count[4]  clk_count[23]                      4
## per-stage QoR
step	setup WS (ps)	area (µm²)	hold WS (ps)	util (%)	power, µW
2_1_floorplan	579	3770	426	-	861
3_3_place_gp	1190	4000	442	43.5	859
3_5_place_dp	1180	4000	452	43.5	859
4_1_cts	1170	4240	470	46.1	1710
5_1_grt	1070	4240	494	46.1	1740
6_report	1160	4240	469	46.1	1680
## logic make-up (layout without fill, tap and decap cells)
kind of cell / after synthesis / in the layout / synth area share, %
DFF: 82 / 82 / 49.7
muxes: 6 / 6 / 1.59
buffers and inverters: 32 / 52 / 3.46
and+or+nand+nor: 169 / 169 / 22.8
xor gates and xnor gates: 40 / 40 / 9.30
AOI/OAI and AO/OA: 41 / 41 / 6.01
other: 2 / 2 / 0.199
adders and majority gates: 21 / 21 / 6.98
## where the power goes
part	switching (µW)	leakage (µW)	total, µW	internal [µW]
clock network	325	0.000124	843	518
registers	0	0.000740	840	840
logic	0.0287	0.000654	0.0294	0
## placed cells by master (no fill, tap or decap), types with 4 or more instances in the layout
| cell | Yosys | final |
|---|---|---|
| o21ai_0 | 15 | 15 |
| nor4b_1 | 4 | 4 |
| a21oi_1 | 17 | 17 |
| ha_1 | 21 | 21 |
| xnor2_1 | 29 | 29 |
| nand4_1 | 9 | 9 |
| nand2_1 | 40 | 40 |
| inv_1 | 22 | 22 |
| nor4_1 | 6 | 5 |
| xor2_1 | 11 | 11 |
| and4_1 | 4 | 4 |
| nor2_1 | 43 | 43 |
| dfxtp_1 | 59 | 59 |
| nor3_1 | 11 | 11 |
| nand2b_1 | 4 | 4 |
| clkbuf_8 | 0 | 9 |
| mux2i_1 | 6 | 6 |
| nand3_1 | 21 | 21 |
| edfxtp_1 | 23 | 23 |
| clkdlybuf4s50_1 | 0 | 11 |
| and3_1 | 9 | 9 |
## layout make-up
class,count,area [µm²]
Clock buffer,9,124
Clock inverter,7,115
Fill cell,849,4960
Inverter,22,82.6
Multi-Input combinational cell,279,1770
Sequential cell,82,1870
Tap cell,111,139
Timing Repair Buffer,14,133
## routing by layer
metal  track usage, %  part of all wire [%]  vias up
li1                 -                     -     1386
met1             22.3                    52     1152
met2             20.5                    42       42
met3             3.39                   3.9       12
met4             2.18                   1.7        0
met5                0                     0        -
Power is estimated from default activity; no workload was simulated.
